<file path="/design/flow/constraint.sdc">
current_design seven_segment

set clk_period 1.1
set clk_io_pct 0.2

create_clock -name clk0 -period $clk_period

set non_clock_inputs [all_inputs -no_clocks]
set_input_delay [expr $clk_period * $clk_io_pct] -clock clk0 $non_clock_inputs
set_output_delay [expr $clk_period * $clk_io_pct] -clock clk0 [all_outputs]
</file>
<file path="/design/flow/run.sh">
#!/bin/bash
# OpenROAD 26Q1-2900-gdf79404cd8, Yosys 0.63+post, stock flow scripts
make -C /OpenROAD-flow-scripts/flow DESIGN_CONFIG=/design/flow/config.mk WORK_HOME=/design/flow/orfs finish
</file>
<file path="/design/flow/design.v">
module seven_segment(bcd, seg);
    input [3:0] bcd;
    output reg [6:0] seg;
    always @(bcd)
    begin
        case (bcd)
            0 : seg = 7'b0000001;
            1 : seg = 7'b1001111;
            2 : seg = 7'b0010010;
            3 : seg = 7'b0000110;
            4 : seg = 7'b1001100;
            5 : seg = 7'b0100100;
            6 : seg = 7'b0100000;
            7 : seg = 7'b0001111;
            8 : seg = 7'b0000000;
            9 : seg = 7'b0000100;
            default : seg = 7'b1111111; 
        endcase
    end
endmodule
</file>
<file path="/design/flow/config.mk">
export PLATFORM = sky130hd
export DESIGN_NAME = seven_segment
export DESIGN_NICKNAME = seven_segment
export VERILOG_FILES = /design/flow/design.v
export SDC_FILE = /design/flow/constraint.sdc
export NUM_CORES = 4
export LEC_CHECK = 1
export CORE_AREA = 10 10 70 70
export DIE_AREA = 0 0 80 80
</file>
==> deck_impl_summary.md <==
Key Metrics from the Run

Run status
  • Status: complete, but fails checks
  • Failing checks: negative setup slack

Final timing
  • Tmin final: 1.275 ns
  • Cycle use final: 1.159
  • Fmax: 0.7845 GHz
  • Fin. Hold Viols: 0
  • Setup-failing EPs final: 7
  • Tightest Pin Transition: 0.2313 ns
  • Max Slew Vio Count: 0
  • Rel. slew slack: 0.8458
  • Final WS setup: -0.1747 ns
  • Hold WS: 0.8375 ns
  • Unrepaired setup endpoints after global routing: yes

Setup path
  • CP Data Arrival Time: 1.05 ns
  • Worst setup EP type: primary output
  • Setup CP Type: primary input to primary output
  • Crit path largest cell delay: 0.26 ns
  • Req. time, crit path: 0.88 ns
  • Worst Setup SP: bcd[1]
  • Crit-path cells: buf_8, buf_6, or2b_1, a21oi_2, a31oi_1, buf_2
  • Critical path endpoint: seg[3]
  • CP Launch Type: primary input
  • Slowest-stage cell, CP: or2b_1
  • Crit Path Max Fanout: 5

Yosys
  • Netlist cell types: 13
  • YS warnings: 1
  • Synth Seq Share: 0
  • Mapped Avg Cell Area: 6.370 µm²
  • Synthesized cell area: 210.2 µm²
  • Synthesis area per yosys: 210.2 µm²
  • Yosys Instances: 33
  • Mapped Cells: 33

Routing
  • Met1 wire length: 382 µm
  • Routed wire length: 783 µm
  • DR WL met2: 353 µm
  • Pre-Repair DR Iteration Count: 2
  • WL/cell: 7.909 µm
  • Initial drt markers: 17
  • Uppermost routed layer: met3
  • Met3 routed WL: 47 µm
  • Drt drc: 0
  • Vias per inst: 2.859
  • DRT antenna net count: 0
  • Vias: 283
  • Number of diodes: 0

Worst hold path
  • Hold Path Class: primary input to primary output
  • Min-Delay Path Depth: 5

Placement
  • Placer Congestion: 0.7678
  • PortBufs: 11
  • DPL Wire Length: 562.6 µm
  • Placed cell count: 95

Power and ir drop
  • P per Cell Area: 323.7 mW/mm²
  • Internal power component: 0.09695 mW
  • Switching power: 0.06710 mW
  • Peak VDD IR: 0.05264 mV
  • P_leak: 0.2162 nW
  • Power Total: 0.1640 mW
  • Switching Fraction: 0.4090
  • Reg power frac: 0
  • Clock share of power: 0
  • Comb pwr share: 1.000

Flow run
  • Max-Cap Viols: 0
  • Tool warnings: 38

Final layout
  • Seq cells: 0
  • Final-layout fill cell count: 387
  • Layout Cells excl Fill: 99
  • Proportion of layout cells with a drive suffix above 1: 0.6038
  • Area growth syn-to-layout: 141.1%
  • Clock buffer count: 0
  • FF+latch area: 0 µm²

Floorplanning
  • DIE HEIGHT: 80 µm
  • Core area: 0.003416 mm²
  • Chip width: 80 µm
  • Num rows: 21
  • Ports: 11
  • Pre-Place Util: 0.06154
  • Full die area: 0.006400 mm²

Global route
  • Largest net degree at the start of global routing: 11
  • GR Overflow Total: 0
  • Initial antenna violation count: 0
  • Gr usage total: 0.02401
  • Vias in the first global route: 269
  • First-pass GRT wire length: 1304 µm

Clock network
  • CTS Hold Buffers Added: 0
cell families (layout without fill, tap and decap cells):
family          after synthesis  in the layout  synth area share
simple gates                 13             13            0.3096
compound gates               10             10            0.2619
buf+inv                       5             25            0.1309
fa+ha+maj                     5              5            0.2976
cell usage after synthesis:
master,count,area share
ha_1,5,0.30
inv_1,3,0.054
nand2b_1,4,0.12
buf_2,1,0.024
nor2_1,5,0.089
o21ai_0,6,0.14
a21oi_1,2,0.048
buf_6,1,0.054
nand2_1,2,0.036
a31oi_1,1,0.030
or2_1,1,0.030
a21oi_2,1,0.042
or2b_1,1,0.036
worst min-delay path by stage:
stage	startpoint	to	slack (ns)
CTS	bcd[3]	seg[0]	0.84
global route	bcd[3]	seg[0]	0.89
finish	bcd[3]	seg[0]	0.84
what timing repair did:
item                                    CTS  global route
pin swaps                                10             5
setup buffers                             2             2
endpoints found under the setup margin    7             7
gates resized                            60             7
per-layer routing:
| metal | track usage | vias to the layer above |
|---|---|---|
| met3 | 0.003409 | 0 |
| li1 | - | 147 |
| met2 | 0.04494 | 6 |
| met4 | 0 | 0 |
| met5 | 0 | - |
| met1 | 0.02966 | 130 |
stage by stage:
step | utilization | instance area (µm²) | worst slack [ns] | setup TNS [ns]
2_1_floorplan | - | 210.2 | 0.05778 | 0
3_3_place_gp | 0.1212 | 414.1 | -1.077 | -6.739
3_5_place_dp | 0.1212 | 414.1 | -1.040 | -6.669
4_1_cts | 0.1348 | 460.4 | -0.1788 | -0.9769
5_1_grt | 0.1484 | 506.7 | -0.2425 | -1.294
6_report | 0.1484 | 506.7 | -0.1747 | -0.8480
area by class of cell:
| type | count | area [µm²] | area share |
|---|---|---|---|
| multi-input combinational | 28 | 242.7 | 0.4790 |
| timing repair buffer | 22 | 187.7 | 0.3704 |
| inverter | 3 | 18.77 | 0.03704 |
| tap | 46 | 57.56 | 0.1136 |
power by group through the flow:
stage     clock network (mW)  logic (mW)  registers, mW
5_1_grt                    0       0.186              0
6_report                   0       0.164              0
4_1_cts                    0       0.148              0
placed cells by master, fill, tap and decap left out, drive strengths merged:
master and instances:
clkdlybuf4s15 1, or2 1, nand2b 4, o21ai 6
inv 3, ha 5, buf 20, a21oi 3
or2b 1, nor2 5, a31oi 1, nand2 2
dlygate4sd2 1
critical path, delay by kind of cell:
kind | cells | cell delay, ns
buffers and inverters | 3 | 0.35
and+or+nand+nor | 1 | 0.26
AOI/OAI and AO/OA | 2 | 0.23
Power figures rest on the tool's default switching activity, not on a simulated workload.
