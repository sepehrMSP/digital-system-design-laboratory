### config.mk
export PLATFORM = sky130hd
export DESIGN_NAME = BCD
export DESIGN_NICKNAME = BCD
export VERILOG_FILES = /design/flow/design.v
export SDC_FILE = /design/flow/constraint.sdc
export NUM_CORES = 4
export LEC_CHECK = 1
export CORE_AREA = 10 10 70 70
export DIE_AREA = 0 0 80 80
### constraint.sdc
current_design BCD

set clk_period 5.3
set clk_io_pct 0.2

create_clock -name clk0 -period $clk_period

set non_clock_inputs [all_inputs -no_clocks]
set_input_delay [expr $clk_period * $clk_io_pct] -clock clk0 $non_clock_inputs
set_output_delay [expr $clk_period * $clk_io_pct] -clock clk0 [all_outputs]
### design.v
module BCD (in, ones, tens, hundreds);
    input [7:0] in;
    output reg [3:0] ones;
    output reg [3:0] tens;
    output reg [3:0] hundreds;
    integer i;
    always@(in)begin
        hundreds = 4'd0;
        tens = 4'd0;
        ones = 4'd0;
        for(i=7; i>=0; i=i-1)begin
            if(hundreds >= 5)
                hundreds = hundreds + 3;
            if(tens >= 5)
                tens = tens + 3;
            if(ones >= 5)
                ones = ones + 3;
            hundreds = hundreds << 1;
            hundreds[0] = tens[3];
            tens = tens << 1;
            tens[0] = ones[3];
            ones = ones << 1;
            ones[0] = in[i];
        end
    end
endmodule
### run.sh
#!/bin/bash
# OpenROAD 26Q1-2900-gdf79404cd8, Yosys 0.63+post, stock flow scripts
make -C /OpenROAD-flow-scripts/flow DESIGN_CONFIG=/design/flow/config.mk WORK_HOME=/design/flow/orfs finish
==> impl_results.rst <==
Run summary
-----------

.. list-table::
   :header-rows: 1

   * - Metric
     - Value
   * - Status
     - finished, violations left
   * - Violated checks
     - setup timing
   * - Synthesis-to-layout area growth
     - 98.7%
   * - Hold buffers post-CTS
     - 0
   * - Number of antenna violations at the first check in global routing
     - 0
   * - Setup repair after global routing missed its margin
     - yes
   * - Total of clock buffers placed in the layout
     - 0
   * - Mean instance size in the synthesized netlist
     - about 7.1 um^2
   * - Die area
     - approximately 6400 um^2
   * - Hold Crit Class
     - in2out
   * - Number of setup violations in the final report
     - 9
   * - Largest net degree at the start of global routing
     - 13
   * - Highest attainable clock frequency
     - 168 MHz
   * - Sequential fraction of the synthesis area
     - 0%
   * - Reported max-cap violation count
     - 0
   * - Cell type of the slowest stage on the worst timing path
     - or4_4
   * - DRC
     - 0
   * - Total GRT Usage
     - under 10%
   * - Non-filler instance count after layout
     - 254
   * - Fraction of layout cells with a size suffix above 1
     - 62.5%
   * - Final setup margin
     - -0.657 ns
   * - Flop count
     - 0
   * - Final Total Pwr
     - 477 uW
   * - Worst stage delay on the critical path
     - approximately 0.43 ns
   * - Yosys stat cell total
     - roughly 140
   * - Number of DRC markers in iteration 0
     - 63
   * - Max rail drop VDD
     - roughly 110 uV
   * - Slew at the pin closest to its max-slew limit
     - 0.569 ns
   * - Average wire length per cell after detail routing
     - about 14 um
   * - Final Hold Violation Tally
     - 0
   * - Leftover overflow at the end of global routing
     - 0
   * - Die outline height
     - 80 um
   * - Critical Path Sink Type
     - output port
   * - Number of input and output port buffers inserted
     - 16
   * - Startpoint-to-endpoint class of the critical path
     - in2out
   * - Worst setup SP type
     - input pin
   * - Post-synthesis cell area
     - 952 um^2
   * - Std cell rows
     - 21
   * - Critical path data arrival time
     - 4.90 ns
   * - Final core utilization
     - 55.4%
   * - First-pass GRT wire length
     - between 5 and 6 mm
   * - Sequential Area
     - 0 um^2
   * - Post-detailed-placement half-perimeter wirelength
     - ~2.2 mm
   * - Pre-Place Util
     - 27.9%
   * - Via count
     - around 1300
   * - Core area
     - 3420 um^2
   * - PD cells
     - 252 nW/um^2
   * - Total Routed Length
     - 3.43 mm
   * - Count of boundary I/O pins
     - 20
   * - Detailed-routing iteration count for the pre-antenna-repair pass
     - 4
   * - Leakage dissipation
     - between 0.0008 and 0.0009 uW
   * - Sum of negative setup slack
     - -4.94 ns
   * - Die width
     - ~80 um
   * - Via/cell ratio
     - ~5.2
   * - Remaining antenna violation count
     - 0
   * - Number of synthesis warnings
     - 1
   * - Syn Inst Count
     - 135
   * - Largest fanout on the critical path
     - 4
   * - Pre-CTS setup slack
     - -1.41 ns
   * - Distinct lib cells
     - approximately 60
   * - Final tally of max-slew violations
     - 0
   * - Slew headroom
     - 61.7%
   * - OpenROAD warning count
     - 38
   * - Worst-path cell chain
     - buf_6, clkinvlp_4, ha_4, inv_2, ha_4, a21oi_4, xnor2_2, ha_2, and2b_2, or4_4, o2111ai_4, ha_4, or2b_4, buf_4, o32a_4, a21oi_2, buf_4, o32ai_4, xnor2_2, buf_4, a21boi_2, o21ai_1, buf_2
   * - Number of global-route vias before repair
     - 1222
   * - Final GP Congestion
     - 0.923
   * - DP Cell Count
     - 230
   * - Area of the synthesized netlist per yosys stat
     - 952 um^2
   * - Antenna diode count
     - 0
   * - Fin crit share
     - 112%
   * - Required @ worst endpoint
     - 4.24 ns
   * - Post-route minimum period
     - 5.96 ns
-- synthesized netlist by cell type (all sizes together) (2+ instances only) --
master	count	share of area, %
nor2	14	5.5
a21oi	11	6.2
o21ai	11	5.8
ha	9	12
inv	9	3.5
nand2	7	3.0
buf	5	4.1
mux2i	5	5.7
a21o	4	3.2
nand3	4	2.6
nor3	4	3.2
xnor2	4	4.5
a211oi	3	2.4
nand4	3	2.0
or3	3	2.5
a22oi	2	1.6
a31oi	2	2.0
and3	2	1.3
clkbuf	2	0.79
nand2b	2	1.3
o32ai	2	2.6
or2	2	1.3
-- routing by layer --
metal	wire, um	vias to the layer above	global-route usage [%]	share of wire, %
li1	-	665	-	-
met3	103	0	0.341	3.0
met1	1850	624	15.1	54
met5	0	-	0	0
met2	1480	20	15.2	43
met4	0	0	0	0
-- layout make-up --
cell class	instances	area, um^2
inverter	9	40.0
tap	46	57.6
timing repair buffer	79	627
multi-input combinational	120	1170
fill	278	1520
-- final timing paths --
path                   from       to  slack [ns]  cells after the start
worst max-delay path  in[5]  tens[2]       -0.66                     23
worst min-delay path  in[0]  ones[0]        2.12                      0
-- layout by cell type (no fill, tap or decap), types with 4 or more instances in the layout --
cell	Yosys	routed
o21ai_1	5	6
ha_4	0	4
nand2_1	6	4
mux2i_1	4	4
clkdlybuf4s50_1	0	4
a21oi_4	0	4
ha_2	0	4
nor2_1	14	8
a21o_1	4	4
nor2_2	0	4
buf_2	1	9
buf_4	3	53
inv_1	9	6
a21oi_1	10	4
buf_6	1	12
o21ai_0	6	4
-- through the flow --
stage | hold slack [ns] | cell area (um^2)
final | 2.12 | 1890
after global routing | 2.12 | 1890
after CTS | 2.12 | 1780
after detailed placement | 2.12 | 1480
after global placement | 2.12 | 1480
after floorplan | 2.19 | 1010
-- power breakdown --
part | internal [uW] | switching (uW) | leakage, uW
registers | 0 | 0 | 0
logic | 264 | 213 | 0.000839
clock network | 0 | 0 | 0
total | 264 | 213 | 0.000839
-- cells by family (layout without fill, tap and decap cells) --
group | Yosys count | in the layout | synth area share (%)
buffers and inverters | 16 | 88 | 8.41
adders and majority gates | 9 | 9 | 11.8
muxes | 5 | 5 | 5.65
AOI/OAI and AO/OA | 50 | 50 | 38.4
and+or+nand+nor | 50 | 50 | 30.9
xor gates and xnor gates | 4 | 4 | 4.47
other | 1 | 2 | 0.394
-- critical path, delay by kind of cell --
family | cells | cell delay, ns
xor gates and xnor gates | 2 | 0.33
and+or+nand+nor | 3 | 0.94
AOI/OAI and AO/OA | 7 | 1.12
adders and majority gates | 4 | 0.67
buffers and inverters | 7 | 0.77
-- repair_timing --
| action | in CTS | in global routing |
|---|---|---|
| pin swaps | 35 | 13 |
| setup buffers | 18 | 6 |
| gates resized | 85 | 14 |
| setup endpoints to repair | 9 | 9 |
| gates cloned | 0 | 0 |
| hold endpoints to repair | 0 | 0 |
Power figures rest on the tool's default switching activity, not on a simulated workload.
