## ./design.v

```verilog
module booth_multiplier(multiplier, mutiplicand, clk, rst, start, result);
    parameter size = 4;
    input [size-1:0] multiplier;
    input [size-1:0] mutiplicand;
    input clk;
    input rst;
    input start;
    output [2*size-1:0] result;
    wire data_path_en;
    wire first_round;
    wire last_round;
    wire [2*size-1:0] temp_result;
    assign result = (last_round) ? temp_result : 0;
    booth_controler controler(
                                .clk(clk),
                                .rst(rst),
                                .start(start),
                                .first_round(first_round),
                                .last_round(last_round),
                                .data_path_en(data_path_en)  
                            );
    booth_multiplier_data_path data_path(
                                            .en(data_path_en),
                                            .clk(clk),
                                            .rst(rst),
                                            .multiplier(multiplier),
                                            .mutiplicand(mutiplicand),
                                            .first_round(first_round),
                                            .result(temp_result)
                                        );
endmodule
module booth_controler(clk, rst, start, first_round, last_round, data_path_en);
    parameter size = 4;
    input clk;
    input rst;
    input start;
    output first_round;
    output last_round;
    output data_path_en;
    reg [size-1:0] counter =0;
    reg first_round;
    reg last_round;
    reg data_path_en;
    always @(posedge clk, posedge rst)begin
        if (rst == 1'b1)begin
            counter = 0;
            last_round = 0;
            first_round = 0;
            data_path_en = 0;
        end
        else begin
            if (start == 1'b1) begin
                data_path_en = 1;
                if (counter == 0)begin
                    first_round = 1;
                end
                else begin
                    first_round = 0;
                end
                if (counter == size)begin
                    last_round = 1;
                end 
                else begin
                    last_round = 0;
                end
                if(counter == size)begin
                    counter = 0;
                end
                else begin
                    counter = counter + 1;
                end
            end
            else begin
                data_path_en = 0;
            end
        end
    end
endmodule
module booth_multiplier_data_path(en, multiplier, mutiplicand, clk, rst, first_round, result);
    parameter size = 4;
    input en;
    input [size-1:0] multiplier;
    input [size-1:0] mutiplicand;
    input clk;
    input rst;
    input first_round;
    output [2*size:1] result;
    reg signed  [2*size:0] temp_result;
    reg [1:0]      op;
    assign result       = temp_result[2*size:1];
    always @(posedge clk, posedge rst)begin
        if (rst == 1'b1) begin
            temp_result =   0;
        end
        else begin
            if (en) begin
                if(first_round == 1'b1)begin
                    temp_result[size:0] = (mutiplicand<<1);
                    temp_result[2*size:size+1] = 0;
                    op = temp_result[1:0];
                end
                case (op)
                    2'b00:  begin
                                temp_result = (temp_result >>> 1);
                                op = temp_result[1:0];
                            end
                    2'b01:   begin
                                temp_result[2*size:size+1] = temp_result[2*size:size+1] + multiplier;
                                temp_result = (temp_result >>> 1);
                                op = temp_result[1:0];
                            end
                    2'b10:   begin
                                temp_result[2*size:size+1] = temp_result[2*size:size+1] - multiplier;
                                temp_result = (temp_result >>> 1);
                                op = temp_result[1:0];
                            end
                    default: begin
                                temp_result = (temp_result >>> 1);
                                op = temp_result[1:0];
                            end
                endcase
            end
        end
    end
endmodule
```

## ./run.sh

```bash
#!/bin/bash
# OpenROAD 26Q1-2900-gdf79404cd8, Yosys 0.63+post, stock flow scripts
make -C /OpenROAD-flow-scripts/flow DESIGN_CONFIG=/design/flow/config.mk WORK_HOME=/design/flow/orfs finish
```

## ./config.mk

```make
export PLATFORM = sky130hd
export DESIGN_NAME = booth_multiplier
export DESIGN_NICKNAME = booth_multiplier
export VERILOG_FILES = /design/flow/design.v
export SDC_FILE = /design/flow/constraint.sdc
export NUM_CORES = 4
export LEC_CHECK = 1
export CORE_AREA = 10 10 85 85
export DIE_AREA = 0 0 95 95
```

## ./constraint.sdc

```tcl
current_design booth_multiplier

set clk_period 2.6
set clk_io_pct 0.2

create_clock -name clk0 -period $clk_period [get_ports {clk}]

set non_clock_inputs [all_inputs -no_clocks]
set_input_delay [expr $clk_period * $clk_io_pct] -clock clk0 $non_clock_inputs
set_output_delay [expr $clk_period * $clk_io_pct] -clock clk0 [all_outputs]
```

==> run summary <==
Results of the run.

Setup repair after global routing left no endpoint under its margin. After filler insertion, the fill cell instance count of the layout stands at 578. The start-to-end type of the worst setup path is input port to flip-flop. The number of global-route vias before repair is between 700 and 800. The completed layout was analyzed and its total power is approximately 1.5 mW. The gate family responsible for the most delay along the worst path is simple AND/OR/NAND/NOR gates.

Looking at the worst setup and hold paths, the clock pins of their registers show a slew of roughly 70 ps. The number of cells traversed by the worst register-to-register path is 11. Setup slack on the worst path after placement came out at -376 ps.

Detailed-route iteration 0 reported a violation count of roughly 47. The biggest cell delay along the critical path is between 300 and 400 ps. According to the report, the first pass of detailed routing completed in 4 iterations. After legalization and detailed placement, the total HPWL measured roughly 1700 um. For this design the ratio of total power to cell area is around 1000 nW/um^2. The number of cell instances after yosys synthesis is between 100 and 150. The worst min-delay path endpoint is controler.counter[3]$_DFFE_PP0P_. After floorplanning, the core was divided into 27 placement rows. The script computed the net switching share of total power as 37.9%. STA classifies the critical path startpoint as an input port.

The setup slack after layout is 134 ps. Each instance of the synthesized netlist takes up on average slightly below 9 sq um. Sequential cells were found to cover a little over two fifths of the synthesized design area. The highest clock rate this design can be run at is 406 MHz. According to the floorplan report, the die width is approximately 95 um. In the synthesis report, Yosys lists the chip area as 982 sq um. The script logs the ratio of routed vias to standard cells as 3.78. CTS added clock buffers totalling 3. The detailed-route wire length per cell is roughly 10 um. In this run the deepest clock path goes through 2 buffers. The data arrival time at the worst-slack endpoint is 2590 ps.

The number of maximum-capacitance violations recorded for the run is 0. The final hold slack is 515 ps. The placeable core region is approximately 5500 sq um. The startpoint identified for the worst hold timing path is controler.counter[3]$_DFFE_PP0P_. The flow reports that the clock network draws 12.6% of the design power.

The placement summary gives the final routability congestion estimate as 0.786. The relative max-transition margin is approximately 64%. The post-synthesis sequential element count is 16. The worst-margin pin slew is 539 ps. The signal on the critical path passes through dlygate4sd2_1 -> nand2_1 -> o21ai_1 -> ha_2 -> nor2_2 -> xnor2_2 -> ha_1 -> nand2_1 -> o21ai_2 -> xor2_2 -> o32ai_1 -> or3b_1.

The count of warnings emitted by yosys is 2. The final setup skew is around 7.5 ps. The capturing element type of the critical path is a flip-flop. The maximum fanout along the worst path is 3. The net switching component of the power is 0.566 mW. The slowest stage of the critical path is the or3b_1 cell. Once detail routing completed, the nets flagged for antenna violations numbered 0. Counting endpoints that fail hold in the final report gives 0. The cell area after synthesis is a little under 1000 sq um. The clock period could shrink to 2470 ps. The number of setup violations in the final report is 0. The most prevalent standard cell on the critical path is nand2_1. The number of antenna violations at the first check in global routing is 0. In this run the critical register-to-register path is launched from controler.first_round$_DFFE_PP0P_. The path class of the lowest-slack min-delay path is flip-flop to flip-flop. For this block, the via count after detailed routing is ~840. The fraction of layout cells with a size suffix above 1 is between 20 and 25%. The largest net degree at the start of global routing is 17. The CTS tree is done. The total global routing track utilization is 5.21%. The tally of OpenROAD warnings is 26.

The die boundary height is around 95 um. The hold path depth is 1. The cell count after synthesis came out at about 110. The count of input and output buffers is 18.

The number of diodes is 0. From synthesis to final layout, the design area changed by 50.1%. The remaining design rule violation count is 0.

The required time reported for the critical path endpoint is around 2700 ps. The final count of pins violating max slew is 0. Measured on the finished design, the core utilization comes to approximately 27%. The combinational fraction of design power is 57.9%.

Summed over all layers, the global routing overflow is 0. The slack of the worst reg-to-reg path is around 210 ps. The analysis reports a worst IR drop on VDD of approximately 370 uV. The flow ran to the end, and the final reports show no timing, DRC or antenna violations. The sequential fraction of design power is around 30%. After floorplanning, the die was sized to cover about 9000 sq um. For the final routed database, the setup TNS stands at 0 ps. The critical path buffer and inverter count is 1. The final period utilization is a little over nine tenths.

The sequential standard cell area is about 410 sq um. Per the synthesis report, the number of distinct cell types is 30. Wires add up to roughly 2300 um. The logic area is about 530 sq um. The standby leakage power is ~0.67 nW. Counting every sink on the clock net gives 16. The floorplan report gives the top-level pin count as 19. The number of H-tree branching levels is 1. For the worst-skew pair, the clock arrives at the later sink with an insertion delay of 250 ps. The root cell of the clock tree is clkbuf_8.

The global-route wire length before repair is 3800 um. The internal power component is about 0.93 mW. The terminus of the critical flop-to-flop path is data_path.temp_result[7]$_DFFE_PP0P_. The effective utilization at floorplan is between 10% and 20%.
[cells in the mapped netlist (all sizes together)]
cell type,number,area share (%)
a21o,1,0.76
a21oi,9,4.6
a31oi,1,0.64
and2,5,3.2
buf,2,1.3
clkbuf,3,1.1
dfrtp,14,36
edfxtp,2,6.1
fa,1,2.0
ha,7,8.9
inv,12,4.6
mux2,2,2.3
mux2i,2,2.0
nand2,12,4.6
nand3,1,0.51
nand3b,1,0.76
nand4,1,0.64
nor2,12,4.6
nor2b,2,1.3
nor3,2,1.0
nor4b,1,0.89
o211ai,1,0.76
o21ai,11,5.6
o32ai,1,0.89
or2,1,0.64
or3b,1,0.89
or4b,1,1.0
xnor2,1,0.89
xor2,2,1.8
[sequential cells by signal (all words and copies together), names as in the netlist]
register / count
controler.counter: 4
controler.data_path_en: 1
controler.first_round: 1
controler.last_round: 1
data_path.op: 2
data_path.temp_result: 7
[kinds of logic (layout without fill, tap and decap cells)]
group | after synthesis | after routing | share of synthesized area (%)
AND/OR/NAND/NOR | 40 | 40 | 20.0
AND-OR/OR-AND | 24 | 24 | 13.2
buffers and inverters | 17 | 56 | 7.01
flip-flops | 16 | 16 | 41.8
adder cells (fa/ha/maj) | 8 | 8 | 11.0
multiplexers | 4 | 4 | 4.33
XOR/XNOR | 3 | 3 | 2.68
[metrics by stage]
stage                     cell area, sq um  std cells
after CTS                             1450        222
after global routing                  1470        223
after floorplan                        982        112
after global placement                1280        204
after detailed placement              1280        204
final                                 1470        223
[area by class of cell]
cell class,instances,area share (%)
Multi-Input combinational cell,79,36.2
Clock inverter,1,0.255
Sequential cell,16,27.8
Timing Repair Buffer,40,23.7
Inverter,12,3.06
Tap cell,72,6.11
Clock buffer,3,2.80
[layer usage]
layer	vias to the layer above	routed length [um]	global-route usage (%)
li1	449	-	-
met1	376	1090	7.14
met4	0	13	0.374
met2	16	1060	8.24
met5	-	0	0
met3	2	163	1.68
[worst max-delay path by stage]
stage                          start  cells after the start  slack (ps)                                    to
final                 mutiplicand[0]                     12         130  data_path.temp_result[7]$_DFFE_PP0P_
after global routing  mutiplicand[0]                     12           1  data_path.temp_result[7]$_DFFE_PP0P_
after CTS              multiplier[0]                     11          30  data_path.temp_result[7]$_DFFE_PP0P_
[cell usage in the layout, fill, tap and decap left out, types with 3 or more instances in the layout]
master and count:
buf_4 22, clkdlybuf4s50_1 15, dfrtp_1 14, inv_1 12, nand2_1 12, nor2_1 11
a21oi_1 8, o21ai_0 8, ha_1 6, and2_1 5, clkbuf_8 3
[timing repair]
item / in CTS / in global routing
hold buffers: 0 / 0
resized: 8 / 5
pin swaps: 7 / 6
cloned: 0 / 0
buffers inserted: 14 / 1
endpoints found under the setup margin: 1 / 1
[power groups by stage]
stage / sequential (mW) / combinational (mW) / clock, mW
CTS: 0.441 / 0.813 / 0.195
global route: 0.460 / 0.977 / 0.203
finish: 0.441 / 0.865 / 0.188
No activity file was given, so power comes from the tool's default toggle rates.
